==> flow/design.v <==
`timescale 1ns/1ns
module AddSub (left, right, res, addsub);
parameter size = 8;
input addsub;
input [size-1:0] left, right;
output [size-1:0] res;
assign res = addsub ? left + right : left - right;
endmodule
`timescale 1ns/1ns
module Comp (left, right, gt, eq, lt);
parameter size = 8;
input [size-1:0] left, right;
output gt, eq, lt;
assign gt = left > right;
assign eq = left == right;
assign lt = left < right;
endmodule
`timescale 1ns/1ns
module Controller(clk, 
    addsub,
    readySig,
    resld, resrst,
    retld, retrst,
    nld, nrst,
    fld, frst,
    rets,
    addrs, addls,
    lt, gt, eq,
    flag, n,
    rst,
    pushSig, popSig);
    parameter wordsize = 8;
    input clk, readySig; 
    input lt, gt, eq, rst;             
    input[wordsize-1:0] flag, n;              
    output reg  addsub,           
            resld, resrst,  
            retld, retrst,        
            nld, nrst,        
            fld, frst,        
            pushSig, popSig       
            ;                
    output reg[1:0] rets,             
            addrs, addls;         
    reg[2:0] ps = 2, ns = 0;      
    parameter [2:0] START  = 1, CALRES = 2, PUSHBF  = 3, NEXTN = 4,
        PUSHAF = 5, CALRET = 6, ASSING = 7, LESSONE = 0;
    always@(ps, readySig, n, flag)begin
       case(ps)
            START   : ns = readySig == 1 ? CALRES   : START;
            CALRES  : ns =  n    <= 1   ? LESSONE   :
                            flag == 0   ? PUSHBF    :
                                          CALRET;
            PUSHBF  : ns = readySig == 1 ? NEXTN    : PUSHBF;
            NEXTN   : ns = PUSHAF ;
            PUSHAF  : ns = readySig == 1 ? START    : PUSHAF;
            CALRET  : ns = flag == 2  ?  PUSHBF : ASSING;  
            ASSING  : ns = START;
            LESSONE : ns = START;
       endcase 
    end
    always @(ps) begin
        { addsub,
          resld, resrst,
          retld, retrst,
          nld, nrst,
          fld, frst,
          pushSig, popSig,
          addrs, addls,
          rets
        } = 0;
        case(ps)
            START   :begin popSig  = 1;     end
            CALRES  :begin addsub  = 0; addrs = {1'b1, flag[0] ^ gt}; addls = 1; retld = 1; rets = 2; fld = 1; frst=rst; resrst = resrst; end  
            PUSHBF  :begin pushSig = 1;     end
            NEXTN   :begin addsub  = 0; addrs = 0; addls = 1; nld = 1; frst = 1; resrst = 1;  end  
            PUSHAF  :begin pushSig = 1;     end
            CALRET  :begin addsub = 1; addrs = 1; addls = 2; resld = 1; end  
            ASSING  :begin rets = 3; retld = 1;      end  
            LESSONE :begin rets = 0; retld = 1;      end
        endcase
    end
    always@(posedge clk)begin
        if (rst)
            ps <= CALRES;
        else
		    ps <= ns;
	end
endmodule
`timescale 1ns/1ns
module Datapath(clk          
    , push, pop              
    , addsub                 
    , ress, resld, resrst    
    , rets, retld, retrst    
    , ns, nld, nrst          
    , fs, fld, frst          
    , addrs, addls           
    , lt, gt, eq             
    , f, n                   
    , ss, ready              
    , result
    );                      
parameter wordsize = 8;
input clk, push, pop, addsub
    , ress, resld, resrst
    , retld, retrst
    , ns, nld, nrst
    , fs, fld, frst
    ;
input [1:0] rets, addrs, addls, ss;
output lt, gt, eq, ready;
output [wordsize-1:0] n, f, result;
reg [wordsize-1:0] zero = {wordsize{1'b0}};
reg [wordsize-1:0] one = {{(wordsize-1){1'b0}}, 1'b1};
reg [wordsize-1:0] two = {{(wordsize-2){1'b0}}, 2'b10};
reg [wordsize-1:0] N;
wire [wordsize-1:0] din, dout, addr, multr;
wire [wordsize-1:0] nin, nout;
Mux #(wordsize) nmux(.s(ns)
    , .a(addr)
    , .b(dout)
    , .c(nin)
    );
EnRegister #(wordsize) nreg(.clk(clk)
    , .pi(nin)
    , .po(nout)
    , .en(nld)
    , .rst(nrst)
    );
assign n = nout;
wire [wordsize-1:0] fin, fout, fincres;
Inc #(wordsize) finc(fout, fincres);
Mux #(wordsize) fmux(.s(fs)
    , .a(fincres)  
    , .b(dout)  
    , .c(fin)
    );
EnRegister #(wordsize) freg(.clk(clk)
    , .pi(fin)
    , .po(fout)
    , .en(fld)
    , .rst(frst)
    );
assign f = fout;
wire [wordsize-1:0] resin, resout;
Mux #(wordsize) resmux(.s(ress)  
    , .a(addr)  
    , .b(dout)  
    , .c(resin)
    );
EnRegister #(wordsize) resreg(.clk(clk)
    , .pi(resin)
    , .po(resout)
    , .en(resld)
    , .rst(resrst)
    );
wire [wordsize-1:0] retin, retout;
Mux4to1 #(wordsize) retmux(.s(rets)
    , .in0(one)   
    , .in1(addr)   
    , .in2(multr)  
    , .in3(resout)   
    , .c(retin)
    );
EnRegister #(wordsize) retreg(.clk(clk)
    , .pi(retin)
    , .po(retout)
    , .en(retld)
    , .rst(retrst)
    );
assign result = retout;
Mux4to1 #(wordsize) smux(.s(ss)
    , .in0(fout)    
    , .in1(nout)    
    , .in2(resout)  
    , .in3(zero)    
    , .c(din)
    );
Stack #(wordsize) stack(
    .clk(clk),
    .din(din), 
    .dout(dout), 
    .push(push), 
    .pop(pop),
    .empty(ready)
);
wire [wordsize-1:0] addlop, addrop;
Mux4to1 #(wordsize) addlmux(.s(addls)
    , .in0(zero)    
    , .in1(nout)    
    , .in2(resout)  
    , .in3(zero)    
    , .c(addlop)
    );
Mux4to1 #(wordsize) addrmux(.s(addrs)  
    , .in0(fout)    
    , .in1(retout)  
    , .in2(one)    
    , .in3(two)   
    , .c(addrop)
    );
AddSub #(wordsize) alu(.left(addlop)  
    , .right(addrop)
    , .res(addr)
    , .addsub(addsub)
    );
Mult #(wordsize) mult(.left(retout)  
    , .right(addr)  
    , .res(multr)
    );
Comp #(wordsize) comp(.left(n)
    , .right({1'b0, N[wordsize-1:1]})
    , .gt(gt)
    , .eq(eq)
    , .lt(lt));
endmodule
`timescale 1ns/1ns
module EnRegister (clk, pi, po, en, rst);
parameter size = 8;
input clk, en, rst;
input [size-1:0] pi;
output reg [size-1:0] po = 0;
always @(posedge clk) begin
    if (rst)
        po <= 0;
    else if (en)
        po <= pi;
end
endmodule
`timescale 1ns/1ns
module Fib (clk, rst, ready, result);
parameter wordsize = 10;
input clk, rst;
output ready;
output[wordsize-1:0] result;
wire [1:0] pushSrc;
wire pushSig, popSig;
wire readySig, enF, enN, enRes, pop, push;
StackController stackController(clk,
    pushSig, popSig, readySig,
    pop, push,                         
    enF, enN, enRes,                  
    pushSrc
    );
wire[wordsize-1:0] flag, n;
wire[1:0] rets, addrs, addls; 
wire lt, gt, eq;
wire addsub,
    resld, resrst,
    retld, retrst,
    nld, nrst, 
    fld, frst
    ;                
Controller #(wordsize) controller(clk, 
    addsub,
    readySig,
    resld, resrst,
    retld, retrst,
    nld, nrst,
    fld, frst,
    rets,
    addrs, addls,
    lt, gt, eq,
    flag, n,
    rst,
    pushSig, popSig);
Datapath #(wordsize) datapath(clk
    , push, pop             
    , addsub                
    , ~readySig, resld | enRes, resrst   
    , rets, retld, retrst   
    , ~readySig, nld | enN, nrst         
    , ~readySig, fld | enF, frst         
    , addrs, addls          
    , lt, gt, eq            
    , flag, n                  
    , pushSrc
    , ready
    , result
);
endmodule
`timescale 1ns/1ns
module Inc(in, res);
parameter size = 8;
input [size-1:0] in;
output [size-1:0] res;
assign res = in + 1'b1;
endmodule
`timescale 1ns/1ns
module Mult (left, right, res);
parameter size = 8;
input [size-1:0] left, right;
output [size-1:0] res;
wire [size* 2 - 1: 0] calcres;
assign calcres = left * right;
assign res = calcres[size-1:0];
endmodule
`timescale 1ns/1ns
module Mux(s, a, b, c );
	parameter n = 8;
	input s;
	input[n-1:0] a,b;
	output[n-1:0] c;	
	assign c = s ? b : a;
endmodule
`timescale 1ns/1ns
module Mux4to1(s, in0, in1, in2, in3, c);
	parameter n = 8;
	input [1:0]s;
	input[n-1:0] in0, in1, in2, in3;
	output[n-1:0] c;	
	assign c = s == 2'b00 ? in0
		: s == 2'b01 ? in1
		: s == 2'b10 ? in2 
		: in3
		;
endmodule
`timescale 1ns/1ns
module Stack (clk, din, dout, push, pop, empty);
    parameter size = 8;
    input push, pop, clk;
    input [size-1:0] din;
    output empty;
    output reg [size-1:0] dout;
    reg [size-1:0] file[255:0];
    reg [7:0] top = 0;
    always @(posedge clk) begin
        if(push) begin
            top <= top + 1;
            file[top] <= din;
        end
        if(pop)
            top <= top - 1;
    end
    assign empty = top == 0;
    assign dout = file[top - 1];
endmodule
`timescale 1ns/1ns
module StackController(clk,                  
         pushSig, popSig, readySig,          
         pop, push,                          
         enF, enN, enRes,                    
         pushSrc                             
         );  
    input pushSig, popSig, clk;
    output reg [1:0] pushSrc;
    output reg  readySig,
                enF, enN, enRes,
                pop, push;
    reg[2:0] ps = 0, ns = 0;
    parameter [2:0] 
            START = 0, CONFIRM = 7, POPFLAG = 1, POPRES = 2,
            POPN = 3, PUSHFLAG = 4, PUSHRET = 5, PUSHN = 6;
    always@(ps, popSig, pushSig)begin
       case(ps)
            START   : ns = popSig == 1  ? POPFLAG  :  
                           pushSig == 1 ? PUSHN :     
                           START;                     
            POPFLAG : ns = POPRES;                    
            POPRES  : ns = POPN;                      
            POPN    : ns = CONFIRM;                   
            PUSHN   : ns = PUSHRET;                     
            PUSHRET : ns = PUSHFLAG;                  
            PUSHFLAG: ns = CONFIRM;                   
            CONFIRM : ns = START;
       endcase 
    end
    always @(ps, pushSig, popSig) begin
        {pushSrc, readySig, 
         enF, enN, enRes,
         pop, push } = 0;
        case(ps)
            START   :begin readySig   = 1 ^ (pushSig | popSig); end
            POPFLAG :begin pop        = 1; enF       = 1;       end
            POPRES  :begin pop        = 1; enRes     = 1;       end
            POPN    :begin pop        = 1; enN       = 1;       end
            PUSHN   :begin push       = 1; pushSrc   = 1;       end
            PUSHRET :begin push       = 1; pushSrc   = 2;       end
            PUSHFLAG:begin push       = 1; pushSrc   = 0;       end
            CONFIRM :begin readySig   = 1;                      end
        endcase
    end
    always@(posedge clk)begin
			ps <= ns;
	end
endmodule
==> flow/run.sh <==
#!/bin/bash
# OpenROAD 26Q1-2900-gdf79404cd8, Yosys 0.63+post, stock flow scripts
make -C /OpenROAD-flow-scripts/flow DESIGN_CONFIG=/design/flow/config.mk WORK_HOME=/design/flow/orfs finish
==> flow/config.mk <==
export PLATFORM = sky130hd
export DESIGN_NAME = Fib
export DESIGN_NICKNAME = Fib
export VERILOG_FILES = /design/flow/design.v
export SDC_FILE = /design/flow/constraint.sdc
export NUM_CORES = 4
export LEC_CHECK = 1
export CORE_UTILIZATION = 40
==> flow/constraint.sdc <==
current_design Fib

set clk_period 157.9
set clk_io_pct 0.2

create_clock -name clk0 -period $clk_period [get_ports {clk}]

set non_clock_inputs [all_inputs -no_clocks]
set_input_delay [expr $clk_period * $clk_io_pct] -clock clk0 $non_clock_inputs
set_output_delay [expr $clk_period * $clk_io_pct] -clock clk0 [all_outputs]
==> impl_metrics.tcl <==
# collected from the flow reports
set metrics [dict create \
    final_common_cell "sky130_fd_sc_hd__edfxtp_1" \
    drtIter0Drc 4024 \
    place.port_buffers 12 \
    layout_top_cells "sky130_fd_sc_hd__edfxtp_1, sky130_fd_sc_hd__mux4_2, sky130_fd_sc_hd__nand2_1" \
    cts_repair_resize_count 0 \
    cts_tree "yes" \
    finalSetupViolCount 0 \
    grt.overflow.total 0 \
    cts_hold_buf 0 \
    detail_route.wl_per_cell_um 29.0 \
    cp_top_family "simple AND/OR/NAND/NOR gates" \
    tns_ns 0 \
    slew_of_the_pin_with_the_lowest_slew_margin_ns 1.28 \
    timing.final.max_slew_violations 0 \
    asyncSetResetFlopFracSynth 0 \
    remaining_drc_errors 0 \
    pin_count_of_the_biggest_net_entering_global_routing 134 \
    die-width_um 514 \
    yosys.stat.chipArea_sq_um 105000 \
    synth-main-ff-cell "sky130_fd_sc_hd__edfxtp_1" \
    synth_area_per_cell_sq_um 19.7 \
    drt_wirelength_mm 273 \
    worst-setup-path-type "register to output pin" \
    flow.area_growth_from_synthesis_pct 14.1 \
    cp-start-kind "register" \
    synth.yosys.num_cells 5330 \
    die-height_um 514 \
    outcome "finished, final reports clean" \
    warning_count 43 \
    post_dp_cell_area_sq_um 111000 \
    number_of_antenna_violations_at_the_first_check_in_global_routing 6 \
    cts-htree-levels 5 \
    finish.instance_area_sq_um 120000 \
    slew-limit-headroom 0.144 \
    dr.pass1.iters 7 \
    path_buffers 2 \
    hold_path_class "register to register" \
    timing.critical_path.required_ns 126.32 \
    cts_max_path_buffers 4 \
    die-area_sq_um 264000 \
    drv_cap 0 \
    rows 187 \
    timing.critical_path.fanout_max 19 \
    max_freq_ghz 0.0287 \
    edf_count 2588 \
    grt_setup_unrepaired "false" \
    path_clk_slew_ns 0.07 \
    fillCellCount 21400 \
    drt-vias-per-instance 5.63 \
    grt_first_pass_wirelength_mm 399 \
    cpMaxStageDelayCell "sky130_fd_sc_hd__edfxtp_1" \
    netlist_instances 5330 \
    worst_ep_arrival_time_ns 3.29 \
    number_of_cts_inserted_buffers 280 \
    timing.critical_path.cells "nor2_1 > nand2_2 > nor4_1 > buf_4 > clkdlybuf4s50_1" \
    ant_nets 0 \
    place.gp.congestion 0.916 \
    yosys_register_bits 2614 \
    end_kind "output pin" \
    final.min_clock_period_ns 34.87 \
    timing.final.hold_violations 0 \
    worst_skew_pair.late_latency_ns 0.92 \
    grt_pass1_vias 58100 \
    synth.distinct_cells 85 \
    synth-seq-area-share 0.747 \
    timing.final.crit_share 0.221 \
    synthesized_cell_area_sq_um 105000 \
    post_detailed_placement_half_perimeter_wirelength_mm 165 \
    skew_ns 0.0549 \
    synth.yosys.warnings 15 \
    root_buffer "sky130_fd_sc_hd__clkbuf_16" \
    post_route_cells_drive_above_1_share 0.260 \
    fp.coreArea_sq_um 260000 \
    floorplan.core_util 0.403 \
    num_vias 53000 \
    globalRouteTotalUtil 0.231 \
    top_level_ports 13 \
    critical-path-max-stage-delay_ns 0.74 \
    post_cts_setup_repair_buffer_count 0 \
    cts_sinks 2614 \
]
synthesized netlist by cell type (11+ instances only):
library cell / instances / area, sq um
sky130_fd_sc_hd__o21ai_0: 47 / 235
sky130_fd_sc_hd__buf_2: 72 / 360
sky130_fd_sc_hd__xor2_1: 11 / 96.3
sky130_fd_sc_hd__ha_1: 45 / 563
sky130_fd_sc_hd__nor3_1: 20 / 100
sky130_fd_sc_hd__inv_1: 47 / 176
sky130_fd_sc_hd__nand3_1: 248 / 1240
sky130_fd_sc_hd__nand2b_1: 16 / 100
sky130_fd_sc_hd__buf_1: 31 / 116
sky130_fd_sc_hd__xnor2_1: 31 / 272
sky130_fd_sc_hd__fa_1: 23 / 460
sky130_fd_sc_hd__edfxtp_1: 2588 / 77700
sky130_fd_sc_hd__a22oi_1: 63 / 473
sky130_fd_sc_hd__and3_1: 12 / 75.1
sky130_fd_sc_hd__mux2i_1: 26 / 260
sky130_fd_sc_hd__nand4_1: 17 / 106
sky130_fd_sc_hd__buf_6: 17 / 191
sky130_fd_sc_hd__dfxtp_1: 26 / 521
sky130_fd_sc_hd__nand2_1: 469 / 1760
sky130_fd_sc_hd__o22ai_1: 23 / 144
sky130_fd_sc_hd__and2_1: 14 / 87.6
sky130_fd_sc_hd__a21oi_1: 81 / 405
sky130_fd_sc_hd__buf_4: 42 / 315
sky130_fd_sc_hd__a31oi_1: 27 / 169
sky130_fd_sc_hd__nor2_1: 325 / 1220
sky130_fd_sc_hd__mux4_2: 687 / 15500
sky130_fd_sc_hd__clkbuf_1: 147 / 552
sky130_fd_sc_hd__nor4_1: 13 / 81.3
sky130_fd_sc_hd__nor2b_1: 14 / 87.6
cell type report:
cell class                 instances  area, sq um  area share
inverter                          47          176     0.00148
clock inverter                   122          936     0.00783
multi-input combinational       2356        25000       0.209
timing repair buffer             414         3310      0.0277
sequential                      2614        78200       0.654
antenna                            8         20.0    0.000167
tap                             3496         4370      0.0366
clock buffer                     353         7480      0.0626
worst register-to-register path: cells and delay by family, from the launching register on:
kind	cells	cell delay [ns]
fa+ha+maj	7	2.83
xor+xnor	9	2.43
simple gates	6	1.57
compound gates	5	0.83
flops	1	0.80
buf+inv	3	0.17
stage by stage:
step,utilization,worst slack (ns),std cells,hold WS (ns)
after floorplan,-,124.34,5330,0.539
after global placement,0.427,123.91,8927,0.591
after detailed placement,0.427,123.96,8927,0.599
after CTS,0.460,122.94,9402,0.615
after global routing,0.460,122.82,9403,0.662
final,0.460,123.03,9410,0.623
logic make-up (layout without fill, tap and decap cells):
logic type,Yosys count,count (layout),synth area share
adder cells (fa/ha/maj),68,68,0.00977
flip-flops,2614,2614,0.747
buffers and inverters,360,936,0.0171
multiplexers,715,715,0.150
AND-OR/OR-AND,334,334,0.0214
XOR/XNOR,46,46,0.00432
other,0,8,0
AND/OR/NAND/NOR,1193,1193,0.0501
sequential cells by signal, indices dropped and copies added, names as in the netlist:
name / flops
controller.ps: 3
datapath.freg.po: 10
datapath.nreg.po: 10
datapath.resreg.po: 10
datapath.retreg.po: 10
datapath.stack.file: 2560
datapath.stack.top: 8
stackController.ps: 3
routing by layer:
metal	wire, um	vias to the layer above	track usage
met5	365	-	0.0128
met4	9060	18	0.0596
met3	44300	480	0.163
met2	128000	3052	0.334
met1	91500	27000	0.293
li1	-	22400	-
path summary, 6_finish.rpt:
path                                                          from                             endpoint  slack [ns]  cells past startpoint
worst max register to register         controller.ps[1]$_SDFF_PP1_  datapath.retreg.po[9]$_SDFFCE_PN0P_      149.02                     30
worst max-delay path               datapath.stack.top[2]$_DFFE_PP_                                ready      123.03                      5
worst min register to register  datapath.resreg.po[4]$_SDFFE_PP0P_   datapath.resreg.po[4]$_SDFFE_PP0P_        0.62                      2
worst min-delay path            datapath.resreg.po[4]$_SDFFE_PP0P_   datapath.resreg.po[4]$_SDFFE_PP0P_        0.62                      2
